==> flow/design.v <==
`timescale 10 ns / 1 ns
module data_array #(
	parameter DARRAY_DATA_WIDTH = 256,
	parameter DARRAY_ADDR_WIDTH = 3
)(
	input                             clk,
	input  [DARRAY_ADDR_WIDTH - 1:0] waddr,
	input  [DARRAY_ADDR_WIDTH - 1:0] raddr,
	input                             wen,
	input  [DARRAY_DATA_WIDTH - 1:0] wdata,
	output [DARRAY_DATA_WIDTH - 1:0] rdata
);
	reg [DARRAY_DATA_WIDTH-1:0] array[ (1 << DARRAY_ADDR_WIDTH) - 1 : 0];
	always @(posedge clk)
	begin
		if(wen)
			array[waddr] <= wdata;
	end
assign rdata = array[raddr];
endmodule
`timescale 10ns / 1ns
module icache_top (
	input	      clk,
	input	      rst,
	input         from_cpu_inst_req_valid,
	input  [31:0] from_cpu_inst_req_addr,
	output        to_cpu_inst_req_ready,
	output        to_cpu_cache_rsp_valid,
	output [31:0] to_cpu_cache_rsp_data,
	input         from_cpu_cache_rsp_ready,
	output        to_mem_rd_req_valid,
	output [31:0] to_mem_rd_req_addr,
	input         from_mem_rd_req_ready,
	input         from_mem_rd_rsp_valid,
	input  [31:0] from_mem_rd_rsp_data,
	input         from_mem_rd_rsp_last,
	output        to_mem_rd_rsp_ready
);
	localparam WAIT     = 8'b00000001,
	           TAG_RD   = 8'b00000010,
	           CACHE_RD = 8'b00000100,
	           RESP     = 8'b00001000,
	           EVICT    = 8'b00010000,
	           MEM_RD   = 8'b00100000,
	           RECV     = 8'b01000000,
	           REFILL   = 8'b10000000;
	reg  [                  7:0] currentStateReg, nextState;
	reg  [                 31:0] cpuAddrReg;
	reg  [                255:0] memBlockReg;
	wire                         cacheHit;
	wire                         rdValid [4 - 1:0];
	wire [       24 - 1:0] rdTag   [4 - 1:0];
	wire [      256 - 1:0] rdData  [4 - 1:0];
	wire [                 31:0] returnData;
	assign to_cpu_cache_rsp_data = returnData;
	wire [                 31:0] memAddr;
	assign to_mem_rd_req_addr = memAddr;
	wire [3 - 1:0] evictIdx;   
	wire [     4 - 1:0] evictEn;     
	wire [     4 - 1:0] evictWay;
	wire                         evictValid;
	wire [       24 - 1:0] evictTag;
	wire [      256 - 1:0] evictData;
	wire [3 - 1:0] reqIdx = cpuAddrReg[ 7:5];
	wire [       24 - 1:0] reqTag = cpuAddrReg[31:8];
	wire [3 + 1:0] reqOff = cpuAddrReg[ 4:0];
	genvar i;
	generate
		for (i = 0; i < 4; i = i + 1) begin : ways
			iway #(
				.TARRAY_DATA_WIDTH(24),
				.DARRAY_DATA_WIDTH(256),
				.ADDR_WIDTH(3)
			) inst (
				.clk(clk),
				.rst(rst),
				.waddr(evictIdx),
				.raddr(reqIdx),
				.wen(evictEn[i]),
				.wvalid(evictValid),
				.wtag(evictTag),
				.wdata(evictData),
				.rvalid(rdValid[i]),
				.rtag(rdTag[i]),
				.rdata(rdData[i])
			);
		end
	endgenerate
	always @(posedge clk) begin
		if (rst)
			currentStateReg <= WAIT;
		else
			currentStateReg <= nextState;
	end
	always @(*) begin
		case(currentStateReg)
			WAIT:
				if (from_cpu_inst_req_valid)
					nextState = TAG_RD;
				else
					nextState = WAIT;
			TAG_RD:
				if (cacheHit)
					nextState = CACHE_RD;
				else
					nextState = EVICT;
			CACHE_RD:
				nextState = RESP;
			EVICT:
				nextState = MEM_RD;
			MEM_RD:
				if (from_mem_rd_req_ready)
					nextState = RECV;
				else
					nextState = MEM_RD;
			RECV:
				if (from_mem_rd_rsp_valid & from_mem_rd_rsp_last)
					nextState = REFILL;
				else
					nextState = RECV;
			REFILL:
				nextState = RESP;
			RESP:
				if (from_cpu_cache_rsp_ready)
					nextState = WAIT;
				else
					nextState = RESP;
			default: nextState = WAIT;
		endcase
	end
	assign to_cpu_inst_req_ready  =  rst | (currentStateReg == WAIT);
	always @(posedge clk) begin  
		if (currentStateReg == WAIT)
			cpuAddrReg <= from_cpu_inst_req_addr;
		else
			cpuAddrReg <= cpuAddrReg;
	end
	wire hit_way0 = (reqTag == rdTag[0] & rdValid[0]);
	wire hit_way1 = (reqTag == rdTag[1] & rdValid[1]);
	wire hit_way2 = (reqTag == rdTag[2] & rdValid[2]);
	wire hit_way3 = (reqTag == rdTag[3] & rdValid[3]);
	assign cacheHit = hit_way0 | hit_way1 | hit_way2 | hit_way3;
	assign to_mem_rd_req_valid    = ~rst & (currentStateReg == MEM_RD);
	assign memAddr = {cpuAddrReg[31:5], 5'b0};  
	assign to_mem_rd_rsp_ready    =  rst | (currentStateReg == RECV);
	always @(posedge clk) begin  
		if (currentStateReg == RECV & from_mem_rd_rsp_valid)
			memBlockReg <= {from_mem_rd_rsp_data, memBlockReg[255:32]};
	end  
	assign evictIdx   = reqIdx;
	assign evictValid = (currentStateReg == REFILL);
	assign evictTag   = reqTag;
	assign evictData  = memBlockReg;
	assign evictEn    = (currentStateReg == REFILL) ? evictWay : 4'b0000;
	assign to_cpu_cache_rsp_valid = ~rst & (currentStateReg == RESP);
	wire [256 - 1:0] returnBlock = (rdData[0] & {256{hit_way0}})
	                                   | (rdData[1] & {256{hit_way1}})
	                                   | (rdData[2] & {256{hit_way2}})
	                                   | (rdData[3] & {256{hit_way3}});
	assign returnData = returnBlock[ {reqOff, 3'b0} +: 32];  
	reg [2:0] LRU [7:0];
	always @(posedge clk) begin
		if (rst) begin
			LRU[0] <= 3'b0;
			LRU[1] <= 3'b0;
			LRU[2] <= 3'b0;
			LRU[3] <= 3'b0;
			LRU[4] <= 3'b0;
			LRU[5] <= 3'b0;
			LRU[6] <= 3'b0;
			LRU[7] <= 3'b0;
		end else if (currentStateReg == RESP) begin  
			LRU[reqIdx][2] <= (hit_way2 | hit_way3);
			LRU[reqIdx][1] <= (hit_way0 | hit_way1) ? hit_way1 : LRU[reqIdx][1];
			LRU[reqIdx][0] <= (hit_way2 | hit_way3) ? hit_way3 : LRU[reqIdx][0];
		end
	end
	wire leastUseWay0 =  LRU[reqIdx][2] &  LRU[reqIdx][1];
	wire leastUseWay1 =  LRU[reqIdx][2] & ~LRU[reqIdx][1];
	wire leastUseWay2 = ~LRU[reqIdx][2] &  LRU[reqIdx][0];
	wire leastUseWay3 = ~LRU[reqIdx][2] & ~LRU[reqIdx][0];
	wire [3:0] firstEmptyWay = ~rdValid[0] ? 4'b0001 :
		                         ~rdValid[1] ? 4'b0010 :
		                         ~rdValid[2] ? 4'b0100 :
		                         ~rdValid[3] ? 4'b1000 : 4'b0000;
	assign evictWay = (|firstEmptyWay) ? firstEmptyWay : {leastUseWay3, leastUseWay2, leastUseWay1, leastUseWay0};
endmodule
`timescale 10 ns / 1 ns
module iway #(
	parameter TARRAY_DATA_WIDTH = 24,
	parameter DARRAY_DATA_WIDTH = 256,
	parameter ADDR_WIDTH = 3
)(
	input                            clk,
	input                            rst,
	input  [ADDR_WIDTH - 1:0]        waddr,
	input  [ADDR_WIDTH - 1:0]        raddr,
	input                            wen,
	input                            wvalid,
	input  [TARRAY_DATA_WIDTH - 1:0] wtag,
	input  [DARRAY_DATA_WIDTH - 1:0] wdata,
	output                           rvalid,
	output [TARRAY_DATA_WIDTH - 1:0] rtag,
	output [DARRAY_DATA_WIDTH - 1:0] rdata
);
	reg [(1 << ADDR_WIDTH) - 1:0] varr;
	tag_array #(
		.TARRAY_DATA_WIDTH(TARRAY_DATA_WIDTH),
		.TARRAY_ADDR_WIDTH(ADDR_WIDTH)
	) tarr (.clk(clk), .waddr(waddr), .raddr(raddr), .wen(wen), .wdata(wtag), .rdata(rtag));
	data_array #(
		.DARRAY_DATA_WIDTH(DARRAY_DATA_WIDTH),
		.DARRAY_ADDR_WIDTH(ADDR_WIDTH)
	) darr (.clk(clk), .waddr(waddr), .raddr(raddr), .wen(wen), .wdata(wdata), .rdata(rdata));
	assign rvalid = varr[raddr];
	always @(posedge clk) begin
		if (rst)
			varr <= 0;
		else if (wen)
			varr[waddr] <= wvalid;
	end
endmodule
`timescale 10 ns / 1 ns
module tag_array #(
	parameter TARRAY_DATA_WIDTH = 24,
	parameter TARRAY_ADDR_WIDTH = 3
)(
	input                             clk,
	input  [TARRAY_ADDR_WIDTH - 1:0] waddr,
	input  [TARRAY_ADDR_WIDTH - 1:0] raddr,
	input                             wen,
	input  [TARRAY_DATA_WIDTH - 1:0] wdata,
	output [TARRAY_DATA_WIDTH - 1:0] rdata
);
	reg [TARRAY_DATA_WIDTH-1:0] array[ (1 << TARRAY_ADDR_WIDTH) - 1 : 0];
	always @(posedge clk)
	begin
		if(wen)
			array[waddr] <= wdata;
	end
assign rdata = array[raddr];
endmodule
==> flow/run.sh <==
#!/bin/bash
# OpenROAD 26Q1-2900-gdf79404cd8, Yosys 0.63+post, stock flow scripts
make -C /OpenROAD-flow-scripts/flow DESIGN_CONFIG=/design/flow/config.mk WORK_HOME=/design/flow/orfs finish
==> flow/config.mk <==
export PLATFORM = sky130hd
export DESIGN_NAME = icache_top
export DESIGN_NICKNAME = icache_top
export VERILOG_FILES = /design/flow/design.v
export SDC_FILE = /design/flow/constraint.sdc
export NUM_CORES = 4
export LEC_CHECK = 1
export CORE_UTILIZATION = 40
export SYNTH_MEMORY_MAX_BITS = 65536
==> flow/constraint.sdc <==
current_design icache_top

set clk_period 156.7
set clk_io_pct 0.2

create_clock -name clk0 -period $clk_period [get_ports {clk}]

set non_clock_inputs [all_inputs -no_clocks]
set_input_delay [expr $clk_period * $clk_io_pct] -clock clk0 $non_clock_inputs
set_output_delay [expr $clk_period * $clk_io_pct] -clock clk0 [all_outputs]
==> flow_summary.yaml <==
# yosys + openroad results
flow_run:
  maxCapViolCount: 0
  warning_count: 33
sta:
  setup_tns_ps: 0
  setup_violations: 0
  slew_viol_final: 0
  fin_skew_ps: 205.9
  finalCritPeriodShare_pct: 41.14
  tightest_slew_ps: 1402
  report.final.hold_viol_count: 0
  slew_headroom_pct: 6.320
  layout_min_cycle_time_ps: 64470
  rsz0062_at_grt: "no"
  max_clock_freq_mhz: 15.51
  fin_hold_ws_ps: 451.1
worst_hold_path:
  hold_start: "memBlockReg[40]"
  worstHoldPathType: "register to register"
  holdPathStages: 0
  min_to: "memBlockReg[8]"
global_routing:
  grt_util_all_layers_pct: 26.32
  grt_max_degree: 110
  grt_pass1_vias: 201527
  gr-total-overflow: 0
  grt_first_pass_wirelength_mm: 1526
  antenna_found_initial: 54
routing:
  wl_met3_mm: 240.7
  firstDrtPassIters: 6
  wl_met1_mm: 314.3
  highest_layer: "met5"
  drt_iter0_drc: 13496
  finalWirelength_mm: 1089
  dr_wl_met2_mm: 479.8
  ant_nets: 0
  num_vias: 184570
  post_drt_wl_per_cell_um: 34.94
  vias_per_cell: 5.919
  drc: 0
worst_setup_path:
  slowest_delay_ps: 810
  cp_cell_sequence: "buf_2 -> buf_4 -> nor2b_1 -> clkdlybuf4s50_1"
  rrSetupSlack_ps: 148660
  crit_slowest_cell: "nor2b_1"
  crit_required_ps: 125360
  cp.arrival_ps: 33130
  critPathKind: "primary input to output port"
  crit_buf_inv: 3
  endpoint_kind: "output port"
  crit_fanout: 51
  reg2reg_to: "ways[3].inst.darr.array[6][115]"
  critPathTopFamily: "buffers and inverters"
  worst_setup_path_start_kind: "primary input"
  reg2regPathDepth: 13
clocking:
  insertion_delay_ps: 1180
  cts_resized: 0
  cts_max_path_buffers: 4
  cts_buffers: 907
  cts_setup_buffers: 0
  root_buffer: "clkbuf_16"
  cts_max_level: 6
  postCtsHoldBufs: 0
  clk_pin_slew_worst_paths_ps: 60
  cts.sinks: 9315
  tritoncts: "done"
finish:
  post_route_cells_drive_above_1_share_pct: 25.17
  layout.area.seq_mm2: 0.2793
  area_delta_synth_final_pct: 13.90
  finish.instance_area_mm2: 0.4135
  final-comb-area_mm2: 0.07925
  fillers: 73855
  utilization_pct: 45.74
power_and_ir_drop:
  power.internal_w: 0.004035
  p_switching_w: 0.001130
  clkPwrFrac_pct: 41.3
  p_leak_nw: 131.7
  power_density_mw_per_mm2: 12.49
  power_frac_seq_pct: 52.5
  p_comb_share_pct: 6.2
  ir_worst_vdd_mv: 0.01304
  switching_share_pct: 21.88
synthesis:
  yosysWarnings: 4
  ys_async_sr_fraction_pct: 0
  synthAoiAreaFrac_pct: 2.039
  syn_inst: 17191
  ys_sh_adder_pct: 0.01034
  avgSynthCellArea_um2: 21.12
  ys_cells: 17191
  synthTopLogicFamily: "multiplexers"
  synth_seq_share_pct: 76.94
  top_cell: "edfxtp_1"
  yosys-stat-area_mm2: 0.3630
  edf_count: 9272
  ff_type: "edfxtp_1"
  simple_gate_area_share_pct: 3.203
  mux_share_pct: 16.28
  ys_top_cells_by_area: "edfxtp_1 77%, mux4_2 14%, mux2i_1 2.6%"
  yosysTopAreaCell: "edfxtp_1"
  ys_types: 94
  synth_flops: 9315
  synth_area_mm2: 0.3630
  ys_sh_xor_pct: 0.1255
  netlist_top_cells_count: "9272 x edfxtp_1, 2180 x mux4_2, 1475 x nand2_1"
  top_cell_area_share_pct: 76.70
floorplan:
  die_w_um: 954.6
  fp_util_pct: 40.16
  chipArea_mm2: 0.9113
  ioPinCount: 139
  core-area_mm2: 0.9039
  die_h_um: 954.6
  row_count: 349
place:
  port_buffers: 133
  placed_area_mm2: 0.3844
  place.gp.congestion: 0.9474
  hpwl_mm: 625.3
run_status:
  outcome: "finished, final reports clean"
layout make-up:
type	count	share of cell area [%]
diodes	59	0.03571
flip-flops and latches	9315	67.55
multi-input cells	6820	19.17
repair buffers	1338	2.605
clock inverters	578	1.280
inverters	25	0.02875
well taps	11934	3.611
clock buffers	1111	5.718
power groups by stage:
stage | Clock [W] | Sequential (W) | Combinational, W
4_1_cts | 0.00216 | 0.00271 | 0.000325
5_1_grt | 0.00226 | 0.00271 | 0.000344
6_report | 0.00213 | 0.00271 | 0.000323
registers in the layout, indices dropped and copies added (netlist names), named ones only:
name and flops:
ways.inst.tarr.array 768, cpuAddrReg 32, memBlockReg 256, LRU 24, ways.inst.varr 32, currentStateReg 8, ways.inst.darr.array 8192
routing by layer:
layer | vias to the layer above | global-route usage [%]
met1 | 92412 | 28.44
li1 | 74460 | -
met2 | 15312 | 35.68
met5 | - | 3.085
met4 | 80 | 9.731
met3 | 2306 | 25.19
stage by stage:
step,std cells,total power (W),setup WS [ps]
2_1_floorplan,17195,0.002991,93610
3_3_place_gp,29432,0.003088,92350
3_5_place_dp,29432,0.003087,92250
4_1_cts,31121,0.005196,92270
6_report,31180,0.005165,92230
5_1_grt,31132,0.005310,92130
worst max path at each step:
| stage | startpoint | to | slack [ps] | depth (start not counted) |
|---|---|---|---|---|
| 6_report | rst | to_cpu_cache_rsp_valid | 92230 | 4 |
| 5_1_grt | rst | to_cpu_cache_rsp_valid | 92130 | 4 |
| 4_1_cts | rst | to_cpu_cache_rsp_valid | 92270 | 4 |
placed cells by master, fill, tap and decap left out, types with 27 or more instances in the layout:
| cell type | netlist | routed |
|---|---|---|
| xor2_1 | 46 | 46 |
| clkinv_1 | 3 | 248 |
| buf_12 | 0 | 32 |
| nand2_1 | 1475 | 1472 |
| bufinv_16 | 0 | 71 |
| clkinv_2 | 0 | 172 |
| clkdlybuf4s50_1 | 0 | 132 |
| nor2_1 | 356 | 312 |
| nand3_1 | 55 | 52 |
| a211oi_1 | 28 | 27 |
| o22a_1 | 64 | 64 |
| clkbuf_16 | 0 | 915 |
| diode_2 | 0 | 59 |
| o22ai_1 | 121 | 121 |
| a21oi_1 | 145 | 145 |
| mux4_2 | 2180 | 2180 |
| o221ai_1 | 75 | 71 |
| o2111ai_1 | 147 | 142 |
| clkbuf_1 | 436 | 195 |
| or3_1 | 49 | 49 |
| nand4_1 | 431 | 431 |
| a22oi_1 | 81 | 81 |
| buf_4 | 131 | 1173 |
| a22o_1 | 31 | 31 |
| dfxtp_1 | 43 | 39 |
| mux2_2 | 55 | 55 |
| edfxtp_1 | 9272 | 9272 |
| nor3_1 | 57 | 56 |
| o21ai_0 | 110 | 109 |
| nor2_4 | 0 | 40 |
| mux2i_1 | 938 | 938 |
cells by family (layout without fill, tap and decap cells):
group,count (synthesis),after routing
muxes,3173,3173
adders and majority gates,3,3
and+or+nand+nor,2574,2574
other,1,64
DFF,9315,9315
buffers and inverters,1060,3052
xor gates and xnor gates,52,52
AOI/OAI and AO/OA,1013,1013
No activity file was given, so power comes from the tool's default toggle rates.
